<file path="flow/design.v">
module apb_master(
  input pclk, 
  input preset,
  input [31:0]paddr,
  input pwrite,
  input [2:0]pprot,
  input [31:0]pwdata,
  input [3:0]pstrb,
  output  reg[31:0]prdata,
  output pslverr,
  output reg penable,
  output reg [3:0]psel,
  output reg pready
);
  wire [31:0] prdata0,prdata1,prdata2,prdata3;
  wire pslverr0,pslverr1,pslverr2,pslverr3;
  wire pready0,pready1,pready2,pready3;
  apb_slave slave0 (pclk,psel[0],penable,preset,paddr,pwrite,pprot,pwdata,pstrb,prdata0,pslverr0,pready0);
  apb_slave slave1 (pclk,psel[1],penable,preset,paddr,pwrite,pprot,pwdata,pstrb,prdata1,pslverr1,pready1);
  apb_slave slave2 (pclk,psel[2],penable,preset,paddr,pwrite,pprot,pwdata,pstrb,prdata2,pslverr2,pready2);
  apb_slave slave3 (pclk,psel[3],penable,preset,paddr,pwrite,pprot,pwdata,pstrb,prdata3,pslverr3,pready3); 
  assign pslverr=pslverr0|pslverr1|pslverr2|pslverr3;
  reg [1:0]state,nextstate;
  parameter idle=2'b0,setup=2'd1,access=2'd2;
  always@(posedge pclk)begin
      if(~preset) state=idle;
      else state=nextstate;
  end
  always @(*) begin
    case (state)
      idle : begin
        penable=1'b0;
        if(|paddr) nextstate=setup;
      end
      setup : begin
        penable=1'b0;
        nextstate=access;
      end
      access:  begin
        penable=1'b1;
        if ( (paddr!=4'b0) && (pready==1'b1)) nextstate=setup;
        else if( (paddr==4'b0) && (pready==1'b1)) nextstate=idle;
        else nextstate=access;
      end
       default nextstate=idle;
    endcase
    case (paddr[31:30])
        2'b00 : begin
                psel=4'b0001;
                prdata=prdata0;
                end
        2'b01 : begin
                psel=4'b0010;
                prdata=prdata1;
                end
        2'b10 : begin
                psel=4'b0100;
                prdata=prdata2;
                end
        2'b11 : begin
                psel=4'b1000;
                prdata=prdata3;
                end
    endcase
    pready=pready0|pready1|pready2|pready3;
  end
endmodule
module apb_slave( 
    input pclk,
    input psel,
    input penable,
    input preset, 
    input [31:0]paddr,
    input pwrite,
    input [2:0]pprot,
    input [31:0]pwdata,
    input [3:0]pstrb,
    output reg [31:0]prdata,
    output reg pslverr,
    output reg pready
  );
   reg ready=1'b0;
   wire [31:0]rdata;
   storage m1(pwrite,paddr,pwdata,pstrb,rdata);
   always @(*) begin
     if(psel & penable & pwrite) begin
            ready=1'b1;
          end
     else if(psel & penable & ~pwrite) begin
            ready=1'b1;
          end
     else if( ~penable) begin
            ready=1'b0;
          end
     if((pwrite==1'b1) && (psel==1'b1) && pwdata===32'bx) pslverr=1'b1;
     else if((pwrite==1'b0) &&(psel==1'b1)&& pwdata===32'bx) pslverr=1'b1;
     else pslverr=1'b0;
   end
   always @(posedge pclk)begin
    pready=ready;
     prdata=rdata;
   end   
 endmodule
module storage(input pwrite,input [31:0]paddr,input [31:0]pwdata,input [3:0]pstrb,output reg [31:0]prdata);
  reg [31:0]memory[0:2^32-1];
  always @(*) begin
    if(pwrite) begin
      prdata=32'b0;
      		if(pstrb==4'b0) begin
            	memory[paddr]=pwdata;
            end
            else begin
              if (pstrb[0]) memory[paddr][7:0]   = pwdata[7:0];
            	if (pstrb[1]) memory[paddr][15:8]  = pwdata[15:8];
           		if (pstrb[2]) memory[paddr][23:16] = pwdata[23:16];
            	if (pstrb[3]) memory[paddr][31:24] = pwdata[31:24];
            end
    end
    else prdata=memory[paddr];
  end
endmodule
</file>
<file path="flow/run.sh">
#!/bin/bash
# OpenROAD 26Q1-2900-gdf79404cd8, Yosys 0.63+post, stock flow scripts
make -C /OpenROAD-flow-scripts/flow DESIGN_CONFIG=/design/flow/config.mk WORK_HOME=/design/flow/orfs finish
</file>
<file path="flow/config.mk">
export PLATFORM = sky130hd
export DESIGN_NAME = apb_master
export DESIGN_NICKNAME = apb_master
export VERILOG_FILES = /design/flow/design.v
export SDC_FILE = /design/flow/constraint.sdc
export NUM_CORES = 4
export LEC_CHECK = 1
export CORE_UTILIZATION = 40
</file>
<file path="flow/constraint.sdc">
current_design apb_master

set clk_period 9.6
set clk_io_pct 0.2

create_clock -name clk0 -period $clk_period [get_ports {pclk}]

set non_clock_inputs [all_inputs -no_clocks]
set_input_delay [expr $clk_period * $clk_io_pct] -clock clk0 $non_clock_inputs
set_output_delay [expr $clk_period * $clk_io_pct] -clock clk0 [all_outputs]
</file>
==> results.txt <==
run results: outcome=finished clean, first-pass GRT wire length=roughly 120 mm, H-tree levels=2, OpenROAD warning count=28, syn_area_per_cell=around 9.8 um2, # setup viols final=0, Yosys reg bits=between 1k and 1.5k, total track usage=0.285, Finished Core Util=0.440, Vias=approximately 19k, CTS resizes=0, port bufs=roughly 110, Setup Fix Bufs, Post-CTS=0, WHS=around 2200 ps, register pins left without a clock=967, number of antenna violations at the first check in global routing=2, Tmin final=approximately 5600 ps, EDFF count, synth=0, drt wl/cell=roughly 26 um, achievable clock frequency=between 0.15 and 0.2 GHz, DP HPWL=~54 mm, DRT iter0 DRCs=around 1.7k, unrepaired setup endpoints after global routing=no, DP Cell Count=about 3.2k, yosys cell count=~2.4k, final slew viol count=0, Final Instance Count excl. Fillers=approximately 3.2k, largest net degree at the start of global routing=around 66, ys flop type=dlxtn_1, post-route setup TNS=0 ps, layout cells sized above 1=0.0553, CTS Buf Count=5, post-DR vias/cell=just under 6, Dominant cell area share=0.621, n_diodes=0, Synth cell types=54, clk slew on worst S/H paths=roughly 80 ps, clock root cell=clkbuf_16, Hold Crit Depth=2, vias in the first global route=~18k, Tightest Pin Transition=around 1000 ps, # rows=a little under 90, hold buffer count at cts=0, final tally of hold violations=0, Hold EP=state[1], Crit. End Element=register, GRT Residual Overflow=0, yosys synthesis chip area=~23,000 um2, ANT nets after route=0, Placed Area=around 25,000 um2, Post-Syn Area=23,300 um2, cycle use final=0.586, CTS tree=done, P per Cell Area=approximately 44 nW/um2, crit path DAT=~5800 ps, Synth area leader=dlxtn_1, critical path startpoint category=input pin, worst setup path start=paddr[0], Slew Limit Headroom=0.324, maximum clock path buffer count=2, endpoints left unconstrained=between 900 and 1k, Total Wirelength=roughly 80 mm, global placer's final weighted congestion=roughly 0.95, Post-Syn Instances=~2.4k, CP Max Fanout=about 56, Die Wd=around 240 um, I/O pin cnt=about 110, drt drc=0, Initial Utilization=0.404, die area=about 60,000 um2, Leak=around 0.011 uW, worst vdd ir=between 0.07 and 0.08 mV, Area Overhead vs Synth=8.80%, die height=about 240 um, Cell area leaders=dlxtn_1 62%, nand3_1 7.2%, a22oi_1 6.9%, hold path start=preset, Core ar.=57,700 um2, Synth async-reset ratio=0, drt pass-1 iters=6, Worst EP required=roughly 9800 ps, Max-Cap Viols=0, min-delay worst type=in2reg, Worst Path Class, Setup=in2reg, fin area=between 20,000 and 30,000 um2, Synth Warn #=4
==> registers in the layout (all words and copies together), names as in the netlist <==
name              flops
slave1.ready          1
slave3.pready         1
slave2.ready          1
slave0.pready         1
slave0.m1.memory    320
slave0.ready          1
penable               1
state                 2
slave2.m1.memory    200
nextstate             2
slave2.pready         1
slave1.m1.memory    200
slave3.m1.memory    240
slave3.ready          1
slave0.prdata        32
slave1.pready         1
==> synth_stat cells (4+ instances only) <==
library cell and instances:
dlxtn_1 967, nand3_1 335, a22oi_1 213, nand2_1 134
nand4_1 128, clkbuf_1 96, and3_1 70, buf_2 67
nor2_1 57, dfxtp_1 38, and2_1 35, a21oi_1 28
o31a_1 23, buf_1 20, a2111oi_0 17, or4_1 15
nor4_1 13, mux2_2 12, a22o_1 11, nor2b_1 11
and4_1 9, buf_4 7, buf_6 7, nand4b_1 7
a311oi_1 6, o22ai_1 6, a32oi_1 5, nor3_1 5
o21a_1 5, a222oi_1 4, and3b_1 4
==> cells by family after synthesis <==
logic type / synth area share
AND-OR/OR-AND: 0.109
buffers and inverters: 0.0388
flip-flops: 0.0326
latches: 0.621
multiplexers: 0.00622
other: 0.000161
AND/OR/NAND/NOR: 0.191
==> report_power, final <==
group	total [uW]	internal, uW	switching [uW]	leakage, uW
Clock	226	123	102	0.0000760
Combinational	391	135	257	0.00303
Sequential	494	440	54.3	0.00819
Total	1110	698	413	0.0113
==> through the flow <==
step | setup slack [ps] | total power [uW]
2_1_floorplan | 5490 | 648
3_3_place_gp | 3740 | 871
3_5_place_dp | 3720 | 879
4_1_cts | 4070 | 1120
5_1_grt | 3870 | 1170
6_report | 3980 | 1110
==> how the worst max path moves through the flow <==
stage                    to  slack [ps]  cells past startpoint
4_1_cts   slave0.prdata[22]        4070                     10
5_1_grt   slave0.prdata[22]        3870                     10
6_report  slave0.prdata[22]        3980                     10
==> layout make-up <==
type | instances | area [um2]
Clock inverter | 3 | 45.0
Tap cell | 765 | 957
Timing Repair Buffer | 201 | 1770
Multi-Input combinational cell | 1190 | 7200
Clock buffer | 5 | 125
Sequential cell | 1005 | 15300
Fill cell | 5415 | 32300
Inverter | 1 | 3.75
==> worst max-delay path, cell delays in order <==
cell and delay [ps]:
clkdlybuf4s50_1 400, buf_4 240, nor2_4 130, buf_4 500, buf_4 660, and2_1 780, buf_4 390, a22oi_1 130
and4_1 220, a31oi_1 400
==> per-layer routing <==
metal	track usage	routed length, um	vias to the layer above
met4	0.0899	3070	4
met1	0.408	33200	9184
met5	0	23	-
met2	0.413	35600	1046
li1	-	-	8498
met3	0.105	9600	174
==> layout by cell type (no fill, tap or decap), types with 4 or more instances in the layout <==
| cell | Yosys | layout |
|---|---|---|
| and4_1 | 9 | 9 |
| a22oi_1 | 213 | 213 |
| a21oi_1 | 28 | 28 |
| o21a_1 | 5 | 4 |
| a32oi_1 | 5 | 5 |
| a2111oi_0 | 17 | 17 |
| nor4_1 | 13 | 13 |
| nor2b_1 | 11 | 8 |
| dfxtp_1 | 38 | 38 |
| nor2_1 | 57 | 56 |
| a22o_1 | 11 | 11 |
| o31a_1 | 23 | 23 |
| a222oi_1 | 4 | 4 |
| nand3_1 | 335 | 335 |
| nand4_1 | 128 | 128 |
| nand4b_1 | 7 | 7 |
| or4_1 | 15 | 15 |
| nand2_1 | 134 | 134 |
| and3_1 | 70 | 70 |
| nor3_1 | 5 | 5 |
| buf_4 | 7 | 93 |
| mux2_2 | 12 | 12 |
| dlxtn_1 | 967 | 967 |
| a311oi_1 | 6 | 6 |
| and2_1 | 35 | 34 |
| o22ai_1 | 6 | 6 |
| clkdlybuf4s50_1 | 0 | 107 |
| clkbuf_16 | 0 | 5 |
Power and IR drop assume default switching activity.
